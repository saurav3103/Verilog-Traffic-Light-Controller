==> ./design.v <==
`timescale 1ns / 1ps
module Traffic_Light_Controller(
    input clk,rst,
    output reg [2:0]light_M1,
    output reg [2:0]light_S,
    output reg [2:0]light_MT,
    output reg [2:0]light_M2
    );
    parameter  S1=0, S2=1, S3 =2, S4=3, S5=4,S6=5;
    reg [3:0]count;
    reg[2:0] ps;
    parameter  sec7=7,sec5=5,sec2=2,sec3=3;
    always@(posedge clk or posedge rst)
        begin
        if(rst==1)
        begin
        ps<=S1;
        count<=0;
        end
        else
            case(ps)
                S1: if(count<sec7)
                        begin
                        ps<=S1;
                        count<=count+1;
                        end
                    else
                        begin
                        ps<=S2;
                        count<=0;
                        end
                S2: if(count<sec2)
                        begin
                        ps<=S2;
                        count<=count+1;
                        end
                    else
                        begin
                        ps<=S3;
                        count<=0;
                        end
                S3: if(count<sec5)
                        begin
                        ps<=S3;
                        count<=count+1;
                        end
                    else
                        begin
                        ps<=S4;
                        count<=0;
                        end
                S4:if(count<sec2)
                        begin
                        ps<=S4;
                        count<=count+1;
                        end
                    else
                        begin
                        ps<=S5;
                        count<=0;
                        end
                S5:if(count<sec3)
                        begin
                        ps<=S5;
                        count<=count+1;
                        end
                    else
                        begin
                        ps<=S6;
                        count<=0;
                        end
                S6:if(count<sec2)
                        begin
                        ps<=S6;
                        count<=count+1;
                        end
                    else
                        begin
                        ps<=S1;
                        count<=0;
                        end
                default: ps<=S1;
                endcase
            end   
            always@(ps)    
            begin
                case(ps)
                    S1:
                    begin
                       light_M1<=3'b001;
                       light_M2<=3'b001;
                       light_MT<=3'b100;
                       light_S<=3'b100;
                    end
                    S2:
                    begin 
                       light_M1<=3'b001;
                       light_M2<=3'b010;
                       light_MT<=3'b100;
                       light_S<=3'b100;
                    end
                    S3:
                    begin
                       light_M1<=3'b001;
                       light_M2<=3'b100;
                       light_MT<=3'b001;
                       light_S<=3'b100;
                    end
                    S4:
                    begin
                       light_M1<=3'b010;
                       light_M2<=3'b100;
                       light_MT<=3'b010;
                       light_S<=3'b100;
                    end
                    S5:
                    begin
                       light_M1<=3'b100;
                       light_M2<=3'b100;
                       light_MT<=3'b100;
                       light_S<=3'b001;
                    end
                    S6:
                    begin 
                       light_M1<=3'b100;
                       light_M2<=3'b100;
                       light_MT<=3'b100;
                       light_S<=3'b100;
                    end 
                    default:
                    begin 
                       light_M1<=3'b000;
                       light_M2<=3'b000;
                       light_MT<=3'b000;
                       light_S<=3'b010;
                    end
                    endcase
            end                
endmodule
==> ./run.sh <==
#!/bin/bash
# OpenROAD 26Q1-2900-gdf79404cd8, Yosys 0.63+post, stock flow scripts
make -C /OpenROAD-flow-scripts/flow DESIGN_CONFIG=/design/flow/config.mk WORK_HOME=/design/flow/orfs finish
==> ./config.mk <==
export PLATFORM = sky130hd
export DESIGN_NAME = Traffic_Light_Controller
export DESIGN_NICKNAME = Traffic_Light_Controller
export VERILOG_FILES = /design/flow/design.v
export SDC_FILE = /design/flow/constraint.sdc
export NUM_CORES = 4
export LEC_CHECK = 1
export CORE_AREA = 10 10 75 75
export DIE_AREA = 0 0 85 85
==> ./constraint.sdc <==
current_design Traffic_Light_Controller

set clk_period 3.5
set clk_io_pct 0.2

create_clock -name clk0 -period $clk_period [get_ports {clk}]

set non_clock_inputs [all_inputs -no_clocks]
set_input_delay [expr $clk_period * $clk_io_pct] -clock clk0 $non_clock_inputs
set_output_delay [expr $clk_period * $clk_io_pct] -clock clk0 [all_outputs]
==> summary.txt <==
The flow completed. The run finished with clean final reports. The critical path is of the reg2out type. The slowest stage of the critical path belongs to the cell sky130_fd_sc_hd__or4_4. STA classifies the critical path startpoint as a flip-flop. Post-route DRC violation count landed at 0. Number of clock buffers inserted by TritonCTS landed at 3. Number of antenna violations at the first check in global routing landed at 0.

Among logic cells in the layout, the one with the most instances is sky130_fd_sc_hd__clkdlybuf4s50_1. Share of the cycle needed by the critical path after routing landed at 0.782. Setup repair after global routing left no endpoint under its margin.

The flow reports an fmax of 365 MHz. For reference, the critical path is launched at ps[3]. Hold-check failures listed in the final report amount to 0. In the final report, the number of pins over their slew limit comes to 0. TritonCTS built the clock tree. The analysis attributes to cell leakage a power of 0.000379 uW. For reference, the post-synthesis area per instance comes to 9.28 um^2. Overall die area landed at 7230 um^2. For this design, the sink count on the clock tree is 10. Counting the warning lines in the Yosys log gives 1.

Final estimated routing congestion in global placement landed at 0.877. Sequential share of the synthesized area landed at 0.404. In the final routed layout, each cell accounts on average for 11.4 um. The report shows a maximum critical-path fanout of 7. The tree is rooted in a sky130_fd_sc_hd__clkbuf_8. In this run the critical register-to-register path is launched from count[1]. In the synthesized netlist, the number of instances is 67. From synthesis to final layout, the design area changed by 33.6%. Via count of the first global-routing pass landed at 490.

In the routed netlist, the antenna diode instances number 0. Global router's overall resource usage landed at 0.0384. Critical path data required time landed at 2.80 ns. Worst vdd rail ir drop landed at 0.197 mV.

Post-synthesis, Yosys gives the total cell area as 622 um^2. Input and output buffers added on the ports amount to 13. Die outline width landed at 85 um. The final timing report lists clock skew as 0.00456 ns. The OpenROAD report gives the critical path a data arrival time of 2.04 ns. Total cell area at the placement stage landed at 776 um^2. For this run, the share of the core covered by cells in the final layout is 0.205. The largest single stage delay on the critical path is 0.58 ns.

Floorplan core density landed at 0.153. Checking hold timing, the worst path is listed with class reg2reg. Register bit total from synthesis landed at 10. No sink is reached through more buffers than the 2 on the longest clock path.

Total of max-cap violations landed at 0. In this run the standard cell core region covers 4060 um^2. Total power density per cell area landed at 317 nW/um^2.

The routed design could run at a clock period as short as 2.74 ns. STA classifies the critical path endpoint as an output port. Distinct cell type count of the synthesized netlist landed at 27.

Per STA, the worst path is made up of or4_4 > nor3_2 > clkdlybuf4s50_1. The die is 85 um tall. For reference, the placement row count at floorplan is 23. The logs give a warning total of 26.

In the final layout, the share of cells above drive strength 1 is 0.147. After the first detailed-routing iteration, the DRC count stood at 66. Remaining global-route overflow landed at 0. Per the finish-stage timing summary, setup violations number 0. The worst hold path begins at ps[2]. After clock tree synthesis, the repair step resized 0 gates. Wire length of the first global-routing pass landed at 2380 um. The clock reaches the later pin of the worst-skew pair after 0.24 ns. Routed wire length landed at 1430 um. On the worst setup and hold paths after CTS, the clock-pin slew comes to 0.05 ns. Antenna violation net count after detailed routing landed at 0. For this run the detailed placement stage logged an HPWL of 1070 um. Ranking logic cells in the layout by count gives the top entries sky130_fd_sc_hd__clkdlybuf4s50_1 (13), sky130_fd_sc_hd__dfrtp_1 (9), sky130_fd_sc_hd__or3_1 (6). Number of cell instances after yosys synthesis landed at 67. Actual transition at the worst max-transition pin landed at 0.552 ns. Looking at the clock tree report, the H-tree level count equals 1. The report puts the hold buffer count at CTS at 0. Post-route setup TNS landed at 0 ns. Summing every instance area after synthesis gives 622 um^2. Checking max transition, the worst relative margin is 0.627. Summing all non-filler instances in the final layout gives an area of 831 um^2. The pre-antenna-repair detailed-routing pass consisted of 4 iterations.

In this run the post-CTS setup repair buffer count came out at 0. I/O pin count landed at 14. Entering global routing, the biggest net connects 11 pins. Via-per-instance ratio landed at 4.08. Count of vias placed by the detailed router landed at 510.
-- Yosys cell counts --
cell	number	share of area
sky130_fd_sc_hd__a211oi_2	1	0.020
sky130_fd_sc_hd__a21o_1	1	0.012
sky130_fd_sc_hd__a21oi_1	4	0.032
sky130_fd_sc_hd__a22o_1	5	0.070
sky130_fd_sc_hd__a2bb2oi_1	1	0.014
sky130_fd_sc_hd__a32o_1	1	0.016
sky130_fd_sc_hd__clkbuf_1	8	0.048
sky130_fd_sc_hd__dfrtp_1	9	0.36
sky130_fd_sc_hd__dfstp_2	1	0.042
sky130_fd_sc_hd__dlygate4sd1_1	1	0.014
sky130_fd_sc_hd__ha_1	2	0.040
sky130_fd_sc_hd__inv_1	4	0.024
sky130_fd_sc_hd__mux2_2	2	0.036
sky130_fd_sc_hd__nand2_1	5	0.030
sky130_fd_sc_hd__nand2b_1	2	0.020
sky130_fd_sc_hd__nand4b_1	1	0.014
sky130_fd_sc_hd__nor2_1	1	0.0060
sky130_fd_sc_hd__nor2b_1	2	0.020
sky130_fd_sc_hd__nor3_1	1	0.0080
sky130_fd_sc_hd__nor3_2	1	0.016
sky130_fd_sc_hd__nor4b_1	1	0.014
sky130_fd_sc_hd__o21ai_0	3	0.024
sky130_fd_sc_hd__o31ai_1	1	0.012
sky130_fd_sc_hd__or2_2	1	0.010
sky130_fd_sc_hd__or3_1	6	0.060
sky130_fd_sc_hd__or4_4	1	0.018
sky130_fd_sc_hd__xor2_1	1	0.014
-- layout make-up --
cell class / count / area, um^2
Fill cell: 426 / 3230
Sequential cell: 10 / 251
Inverter: 4 / 15.0
Timing Repair Buffer: 13 / 130
Multi-Input combinational cell: 44 / 317
Clock buffer: 4 / 55.1
Tap cell: 50 / 62.6
-- through the flow --
| stage | instances | hold slack [ns] | setup slack (ns) | total power (uW) |
|---|---|---|---|---|
| 4_1_cts | 125 | 0.595 | 0.745 | 266 |
| 5_1_grt | 125 | 0.625 | 0.674 | 274 |
| 2_1_floorplan | 67 | 0.533 | 1.69 | 120 |
| 6_report | 125 | 0.593 | 0.762 | 263 |
| 3_5_place_dp | 121 | 0.584 | 1.03 | 121 |
| 3_3_place_gp | 121 | 0.567 | 1.04 | 121 |
-- worst max-delay path: cells and delay by family, from the launching register on --
kind / cells / cell delay [ns]
and+or+nand+nor: 2 / 0.83
buffers and inverters: 1 / 0.53
DFF: 1 / 0.44
-- sequential cells by signal, indices dropped and copies added, names as in the netlist --
signal / flops
ps: 6
count: 4
-- path summary, 6_finish.rpt --
path                              end  cells after the start  slack (ns)
min in group asynchronous       ps[4]                      2        0.74
max reg2reg                  count[0]                      5        1.73
max                        light_S[1]                      3        0.76
min                             ps[5]                      1        0.59
min reg2reg                     ps[5]                      1        0.59
max in group asynchronous       ps[0]                      2        2.45
-- report_power, final --
group	internal, uW	switching, uW
clock network	98.9	45.2
logic	1.05	2.21
registers	116	0
total	216	47.5
-- cells by family (layout without fill, tap and decap cells) --
kind of cell | Yosys count | in the layout | share of synthesized area
adders and majority gates | 2 | 2 | 0.0402
buffers and inverters | 13 | 21 | 0.0865
DFF | 10 | 10 | 0.404
muxes | 2 | 2 | 0.0362
xor gates and xnor gates | 1 | 1 | 0.0141
AOI/OAI and AO/OA | 17 | 17 | 0.201
and+or+nand+nor | 22 | 22 | 0.217
-- per-layer routing --
layer | GRT usage | wire, um
met5 | 0 | 0
met4 | 0.00150 | 5
met3 | 0.0318 | 233
met2 | 0.0463 | 499
met1 | 0.0531 | 687
Power and IR drop assume default switching activity.
